===== /design/flow/config.mk =====
export PLATFORM = sky130hd
export DESIGN_NAME = blockram
export DESIGN_NICKNAME = blockram
export VERILOG_FILES = /design/flow/design.v
export SDC_FILE = /design/flow/constraint.sdc
export NUM_CORES = 4
export LEC_CHECK = 1
export CORE_UTILIZATION = 50
export SYNTH_MEMORY_MAX_BITS = 65536

===== /design/flow/design.v =====
`default_nettype none
module 
picoblaze_template
#(
parameter clk_freq_in_hz = 25000000
) (
				output reg[7:0] led,
				output reg led0,
				input reg event_1hz,
				input interrupt_signal,
				input [7:0] input_data,
				input clk
			     );
wire[9:0]  address;
wire[17:0]  instruction;
wire[7:0]  port_id;
wire[7:0]  out_port;
reg[7:0]  in_port;
wire  write_strobe;
wire  read_strobe;
reg  interrupt;
wire  interrupt_ack;
wire  kcpsm3_reset;
reg[26:0] int_count;
reg        lcd_rw_control;
reg[7:0]   lcd_output_data;
pacoblaze3 led_8seg_kcpsm
(
                  .address(address),
               .instruction(instruction),
                   .port_id(port_id),
              .write_strobe(write_strobe),
                  .out_port(out_port),
               .read_strobe(read_strobe),
                   .in_port(in_port),
                 .interrupt(interrupt),
             .interrupt_ack(interrupt_ack),
                     .reset(kcpsm3_reset),
                       .clk(clk));
 wire [19:0] raw_instruction;
	pacoblaze_instruction_memory 
	pacoblaze_instruction_memory_inst(
     	.addr(address),
	    .outdata(raw_instruction)
	);
	always @ (posedge clk)
	begin
	      instruction <= raw_instruction[17:0];
	end
    assign kcpsm3_reset = 0;                       
 always @ (posedge clk or posedge interrupt_ack)   
 begin
      if (interrupt_ack)  
            interrupt <= 0;
      else
		begin 
		      if (interrupt_signal)    
      		      interrupt <= 1;
          		else
		            interrupt <= interrupt;
      end
 end
 always @ (posedge clk)
 begin
    case (port_id[7:0])
        8'h0:    in_port <= input_data;
        default: in_port <= 8'bx;
    endcase
end
  always @ (posedge clk)
  begin
        if (write_strobe & port_id[7])   
          led <= out_port;
			if (write_strobe & port_id[1])  
				led0 <= out_port;
  end
endmodule
module blockram(
	clk, rst,
	enb, wen, addr, din, dout
);
parameter width = 8, depth = 10, size = 1<<depth;
input clk, rst, enb, wen;
input [depth-1:0] addr;
input [width-1:0] din;
output reg [width-1:0] dout;
reg [width-1:0] ram[0:size-1];
always @(posedge clk)
	if (rst) dout <= 'hx;  
	else if (enb)
		if (wen) ram[addr] <= din;
		else dout <= ram[addr];
endmodule

===== /design/flow/constraint.sdc =====
current_design blockram

set clk_period 38.2
set clk_io_pct 0.2

create_clock -name clk0 -period $clk_period [get_ports {clk}]

set non_clock_inputs [all_inputs -no_clocks]
set_input_delay [expr $clk_period * $clk_io_pct] -clock clk0 $non_clock_inputs
set_output_delay [expr $clk_period * $clk_io_pct] -clock clk0 [all_outputs]

===== /design/flow/run.sh =====
#!/bin/bash
# OpenROAD 26Q1-2900-gdf79404cd8, Yosys 0.63+post, stock flow scripts
make -C /OpenROAD-flow-scripts/flow DESIGN_CONFIG=/design/flow/config.mk WORK_HOME=/design/flow/orfs finish

==> run summary <==
run metrics: status finished clean, Clk Tree Root Cell clkbuf_16, setup bufs post-CTS 0, synthesis area per yosys 317000 um^2, Placer Congestion 0.932, total power around 18000 uW, CP peak stage delay 0.84 ns, Post-synth top cells 8200 x edfxtp_1, 2701 x mux2i_1, 1301 x nor2_1, Critical-path top delay cell nor4_1, CP Cell Sequence buf_16 -> buf_4 -> buf_4 -> buf_4 -> buf_4 -> buf_4 -> buf_4 -> mux2i_1 -> o22ai_1 -> nor4_1 -> nand3_1 -> nand4_1 -> and4b_1 -> nand4b_1, Slew Limit Fails 0, switching share of power 21.5%, Cells after Synth 16800, post-DR wirelength/cell 34.6 um, H-tree depth 6, Seq pwr share 54.2%, Slew headroom 6.75%, Required @ worst endpoint roughly 40 ns, # DRC 0, post-route minimum period 13.16 ns, FP Util 50.3%, yosys warns 1, hold buffers post-CTS 0, Total GRT Usage between 30% and 40%, tool warnings 64, via count 162000, Antenna Nets Post-Route 0, Final Instance Area approximately 350000 um^2, Post-DP Area ~330000 um^2, WP buf/inv 7, LEAKAGE around 0.12 uW, startpoint types input pin, cycle use final 34.4%, Yosys cell types 77, start point of the critical path addr[1], row count about 290, CTS tree done, sequential-to-total area share from yosys stat approximately 80%, CTS Buffer Depth 4, count of library flops with an enable pin about 8200, HP Start ram[461][7]$_DFFE_PP_, clock power share 41.3%, post_cts resized 0, Combinational Power Share 4.4%, pin count of the biggest net entering global routing approximately 140, Util after Layout 56.2%, PD cells about 52 nW/um^2, First-pass DRT Iterations 6, synthesized area 317000 um^2, Synth area leaders edfxtp_1 78%, mux2i_1 8.5%, mux4_2 4.9%, IO Count 30, critical path class input pin to flip-flop, core area 629000 um^2, die x size 798 um, Hold WC Path Type flip-flop to flip-flop, worst vdd ir 0.0485 mV, number of global-route vias before repair 172000, CP endpoint kind flip-flop, Die Size about 640000 um^2, most common cell in the netlist edfxtp_1, I/O Buffers 29, final hold vios 0, Reg clk slew, reported paths about 0.060 ns, final-report setup violation count 0, Syn-to-layout area delta 11.7%, CTS sink count 8200, Post-Synthesis Mean Instance Area ~19 um^2, CP top delay family buffers and inverters, Primary FF master, synth edfxtp_1, Sum Neg Setup Slack 0 ns, Chip Height 798 um, post-synthesis cell count from yosys 16800, cell type with the largest total area edfxtp_1, setup slack after layout 25.04 ns, Worst-Margin Slew 1.39 ns, Critical Path Most Common Cell buf_4, Synth async-reset ratio 0%, DP Worst Slack 23.82 ns, switching pwr approximately 3900 uW, worst r2r src ram[539][0]$_DFFE_PP_, fraction of layout cells with a size suffix above 1 14.8%, total congestion overflow 0, Pint between 10000 and 15000 uW, Max Freq 76.0 MHz, maxcap violations 0, Synth top area share 77.8%, flops & latches, synth between 8000 and 9000, unrepaired setup endpoints after global routing no, arrival time worst endpoint 14.05 ns, Num CTS Buffers 808, Clock Skew 0.0420 ns, first-pass GRT wire length about 1300 mm, post-DP HPWL ~570 mm, vias per cell 6.14, crit-path max FO 73, clk latency late pin between 1 and 1.5 ns, Starting DRT DRC Count roughly 11000, drt total wl 915 mm, antenna violations before repair 82
-- cell type report --
class	count	area, um^2
fill	46500	275000
sequential	8200	246000
multi-input combinational	7499	65500
clock buffer	1005	21100
tap	8350	10400
timing repair buffer	774	6280
clock inverter	467	3720
antenna	127	318
inverter	3	11.3
-- flip-flops by register name, indices dropped and copies added, names as in the netlist --
| register | flops |
|---|---|
| ram | 8192 |
| dout | 8 |
-- kinds of logic (layout without fill, tap and decap cells) --
logic type,Yosys count,in the layout,synth area share (%)
and+or+nand+nor,2218,2218,3.10
other,0,127,0
DFF,8200,8200,77.8
AOI/OAI and AO/OA,1858,1858,3.84
buffers and inverters,1088,2249,1.65
muxes,3423,3423,13.6
-- layer usage --
layer	track usage, %	part of all wire (%)	vias to the layer above
li1	-	-	69500
met1	41.4	31	81700
met2	43.8	45	9096
met3	25.3	18	1865
met4	12.7	5.0	116
met5	2.01	0.23	-
-- per-stage QoR --
stage               hold slack [ns]  instances
finish                         1.26      26400
global route                   1.35      26300
CTS                            1.26      26300
detailed placement             1.24      24800
global placement               1.24      24800
floorplan                     0.853      16800
-- worst register-to-register path, cell delays in order, from the launching register on --
cell and delay [ns]:
edfxtp_1 0.35, mux4_2 0.46, a22o_1 0.27, a221oi_2 0.46, a211oi_1 0.41, a211oi_1 1.20
buf_4 0.26, and4b_1 0.32, nand4b_1 0.12
-- final timing paths --
kind | to | slack [ns] | depth (start not counted)
worst max register to register | dout[0]$_DFFE_PP_ | 34.11 | 8
worst max-delay path | dout[3]$_DFFE_PP_ | 25.04 | 14
worst min-delay path | dout[7]$_DFFE_PP_ | 1.26 | 6
worst min register to register | dout[7]$_DFFE_PP_ | 1.26 | 6
-- layout by cell type, fill, tap and decap left out, types with 23 or more instances in the layout --
cell type	count
edfxtp_1	8200
mux2i_1	2701
nor2_1	1298
o22ai_1	1130
clkbuf_16	816
buf_4	716
mux4_2	694
nor4_1	241
nand2_1	216
o21ai_0	209
clkinv_1	204
clkbuf_1	189
a22oi_1	181
clkinv_2	148
nand3_1	145
nor3_1	143
diode_2	127
a211oi_1	70
a31oi_1	56
bufinv_16	44
a22o_1	36
nand4_1	32
nand2_4	32
buf_12	28
o2111ai_1	25
inv_6	23
-- power groups by stage --
| stage | Combinational (uW) | Sequential (uW) | Clock [uW] |
|---|---|---|---|
| 4_1_cts | 806 | 9910 | 7650 |
| 5_1_grt | 851 | 9900 | 7980 |
| 6_report | 806 | 9910 | 7550 |
No activity file was given, so power comes from the tool's default toggle rates.
