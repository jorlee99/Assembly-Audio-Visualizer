==> ./design.v <==
`default_nettype none
module 
picoblaze_template
#(
parameter clk_freq_in_hz = 25000000
) (
				output reg[7:0] led,
				output reg led0,
				input reg event_1hz,
				input interrupt_signal,
				input [7:0] input_data,
				input clk
			     );
wire[9:0]  address;
wire[17:0]  instruction;
wire[7:0]  port_id;
wire[7:0]  out_port;
reg[7:0]  in_port;
wire  write_strobe;
wire  read_strobe;
reg  interrupt;
wire  interrupt_ack;
wire  kcpsm3_reset;
reg[26:0] int_count;
reg        lcd_rw_control;
reg[7:0]   lcd_output_data;
pacoblaze3 led_8seg_kcpsm
(
                  .address(address),
               .instruction(instruction),
                   .port_id(port_id),
              .write_strobe(write_strobe),
                  .out_port(out_port),
               .read_strobe(read_strobe),
                   .in_port(in_port),
                 .interrupt(interrupt),
             .interrupt_ack(interrupt_ack),
                     .reset(kcpsm3_reset),
                       .clk(clk));
 wire [19:0] raw_instruction;
	pacoblaze_instruction_memory 
	pacoblaze_instruction_memory_inst(
     	.addr(address),
	    .outdata(raw_instruction)
	);
	always @ (posedge clk)
	begin
	      instruction <= raw_instruction[17:0];
	end
    assign kcpsm3_reset = 0;                       
 always @ (posedge clk or posedge interrupt_ack)   
 begin
      if (interrupt_ack)  
            interrupt <= 0;
      else
		begin 
		      if (interrupt_signal)    
      		      interrupt <= 1;
          		else
		            interrupt <= interrupt;
      end
 end
 always @ (posedge clk)
 begin
    case (port_id[7:0])
        8'h0:    in_port <= input_data;
        default: in_port <= 8'bx;
    endcase
end
  always @ (posedge clk)
  begin
        if (write_strobe & port_id[7])   
          led <= out_port;
			if (write_strobe & port_id[1])  
				led0 <= out_port;
  end
endmodule
module addsub1(
	op, oc, y, a, b, c_in,
	c_out, h_out
);
input op, oc;  
output [16-1:0] y;
input [16-1:0] a, b;
input c_in;
output c_out;
output h_out;
wire [16/2-1:0] yh, yl;
wire [16/2-1:0]
	ah = a[16-1:16/2], al = a[16/2-1:0];
wire [16/2-1:0] bh, bl;
wire c =
	(!oc) ? 0 :
	(op) ? ~c_in : c_in;
wire d, e;
assign bh = (op) ? ~b[16-1:16/2] : b[16-1:16/2];
assign bl = (op) ? ~b[16/2-1:0] : b[16/2-1:0];
assign {d, yl} = al + bl + c;
assign {e, yh} = ah + bh + d;
assign h_out = (op) ? ~d : d;
assign c_out = (op) ? ~e : e;
assign y = {yh, yl};
endmodule
module addsub2(
	op, oc, y, yl, a, b, c_in,
	c_out, h_out
);
input op, oc;  
output [16-1:0] y;
input [16-1:0] a, b;
input c_in;
output c_out;
output h_out;
output [16/2-1:0] yl;
wire [16/2-1:0]
	al = a[16/2-1:0];
wire [16-1:0] bs;
wire [16/2-1:0] bl;
wire c =
	(!oc) ? 0 :
	(op) ? ~c_in : c_in;
wire d, e;
assign bl = (op) ? ~b[16/2-1:0] : b[16/2-1:0];
assign bs = (op) ? ~b : b;
assign {d, yl} = al + bl + c;
assign {e, y} = a + bs + c;
assign h_out = (op) ? ~d : d;
assign c_out = (op) ? ~e : e;
endmodule
==> ./run.sh <==
#!/bin/bash
# OpenROAD 26Q1-2900-gdf79404cd8, Yosys 0.63+post, stock flow scripts
make -C /OpenROAD-flow-scripts/flow DESIGN_CONFIG=/design/flow/config.mk WORK_HOME=/design/flow/orfs finish
==> ./config.mk <==
export PLATFORM = sky130hd
export DESIGN_NAME = addsub2
export DESIGN_NICKNAME = addsub2
export VERILOG_FILES = /design/flow/design.v
export SDC_FILE = /design/flow/constraint.sdc
export NUM_CORES = 4
export LEC_CHECK = 1
export CORE_AREA = 10 10 80 80
export DIE_AREA = 0 0 90 90
==> ./constraint.sdc <==
current_design addsub2

set clk_period 16.5
set clk_io_pct 0.2

create_clock -name clk0 -period $clk_period

set non_clock_inputs [all_inputs -no_clocks]
set_input_delay [expr $clk_period * $clk_io_pct] -clock clk0 $non_clock_inputs
set_output_delay [expr $clk_period * $clk_io_pct] -clock clk0 [all_outputs]
==> results.json <==
{
  "status": "complete, no violations",
  "core_area_um2": 4723,
  "power_leakage_nw": 0.6857,
  "yosysWarnings": 0,
  "rows": 25,
  "grt_usage": 0.07160,
  "viasPerCell": 4.169,
  "area_delta_synth_final_pct": 63.94,
  "cts_hold_buf": 0,
  "synth.avg_cell_area_um2": 7.765,
  "dpl.hpwl_um": 2640,
  "met1_usage": 0.09505,
  "finalCritPeriodShare": 0.6316,
  "n_clock_buffer": 0,
  "crit_fanout": 19,
  "grt_pass1_vias": 1051,
  "maxSlewHeadroom": 0.7197,
  "antenna_found_initial": 0,
  "gp_congestion": 0.7224,
  "hold_path.class": "in -> out",
  "yosys.area_share.aoi": 0.2877,
  "die_y_um": 90,
  "cp-start-kind": "primary input",
  "logic_area_um2": 890.9,
  "routed_wl_um": 2999,
  "ff_count": 0,
  "dieWidth_um": 90,
  "muxShareOfSynthArea": 0,
  "critPathKind": "in -> out",
  "worstMarginPinSlew_ps": 420.5,
  "xor_share": 0.2954,
  "seq_area_um2": 0,
  "netlist_top_cells_area": "xor2_1 (20%), ha_1 (19%), xnor2_1 (9.8%)",
  "drive_gt1_frac": 0.03977,
  "first_iter_violations": 35,
  "grt_pass1_wl_um": 5050,
  "ys_cells": 126,
  "total_power_mw": 0.09449,
  "initial_core_util": 0.2072,
  "arrival_ps": 7120,
  "synth.top_cell.area_share": 0.1969,
  "post_drt_wl_per_cell_um": 12.34,
  "port_buffers": 61,
  "top_level_ports": 61,
  "endpoint_kind": "primary output",
  "synth_top_cell_by_area": "xor2_1",
  "grt_max_degree": 20,
  "die_area_um2": 8100,
  "synth_adder_area_share": 0.2327,
  "min_period_ps": 10420,
  "rsz0062_at_grt": "no",
  "hold_viol": 0,
  "synthCells": 126,
  "warning_count": 32,
  "slowest_delay_ps": 480,
  "detail_route.antenna_diodes": 0,
  "gr-usage-met3": 0.01760,
  "drv_slew": 0,
  "ir_drop_v": 0.00001699,
  "syn-cell-area_um2": 978.4,
  "ys_types": 28,
  "path_cells": "clkdlybuf4s50_1 > buf_4 > xor2_1 > and2_1 > fa_1 > fa_1 > a21o_1 > a221oi_2 > nor2_2 > a221o_2 > o31ai_2 > xnor2_1 > clkdlybuf4s50_1",
  "cpLargestDelayFamily": "buffers and inverters",
  "drc": 0,
  "top_usage_layer": "met2",
  "worstPathBufferInverterCount": 3,
  "fmax_mhz": 95.96,
  "cap_violations": 0,
  "ys_sh_simple": 0.09463,
  "grt_overflow": 0,
  "logic_family": "XOR/XNOR gates",
  "tns_ps": 0,
  "yosys_area_um2": 978.4,
  "ctsResizeCount": 0,
  "slowest_stage": "clkdlybuf4s50_1",
  "grtUsageMet2": 0.1217,
  "fillers": 515,
  "ys_seq_share": 0,
  "cts_setup_buffers": 0,
  "setup_viol": 0,
  "vias": 1013,
  "drtAntennaViolNets": 0,
  "first_pass_iters": 4,
  "power_density_nw_per_um2": 58.91,
  "cp.required_ps": 13200
}
stage by stage:
step                cell area (µm²)    util  hold WS (ps)  setup slack (ps)  instances
CTS                            1604  0.3396          7752              6031        243
floorplan                     978.4       -          6739              6888        126
detailed placement             1604  0.3396          7747              6048        243
finish                         1604  0.3396          7739              6079        243
global route                   1604  0.3396          7798              5786        243
global placement               1604  0.3396          7751              6128        243
Yosys cell counts:
cell and instances:
nand2b_1 1, clkbuf_1 3, nand2_1 7, o21bai_1 2
a21o_1 6, o31ai_2 1, xor2_1 22, o21ai_0 8
and3_2 1, fa_1 2, inv_1 3, a31oi_1 3
a221oi_2 1, a221o_2 1, buf_4 8, xnor2_1 11
a211o_1 2, o31ai_1 1, a2bb2oi_1 1, buf_2 1
ha_1 15, o211a_1 1, and2_1 2, a21oi_1 14
a21bo_2 1, nand3_1 6, nor2_2 1, nor2_1 1
cells in the final DEF (no fill, tap or decap), types with 3 or more instances in the layout:
cell type and n:
clkdlybuf4s50_1 61, xor2_1 22, ha_1 15, a21oi_1 14, xnor2_1 11, o21ai_0 8, nand2_1 7, a21o_1 6
nand3_1 6, inv_1 3, a31oi_1 3
layout make-up:
cell class,count,share of cell area
Inverter,3,0.007020
Multi-Input combinational cell,111,0.5554
Tap cell,67,0.05226
Timing Repair Buffer,62,0.3853
worst min-delay path, cell delays in order:
cell             delay [ps]
clkdlybuf4s50_1         490
fa_1                    190
clkdlybuf4s50_1         460
kinds of logic (layout without fill, tap and decap cells):
group,Yosys count,count (layout)
XOR/XNOR,33,33
buffers and inverters,15,65
AND/OR/NAND/NOR,19,19
adder cells (fa/ha/maj),17,17
AND-OR/OR-AND,42,42
layer usage:
metal	part of all wire	routed length, µm	up-vias
li1	-	-	541
met1	0.47	1398	444
met2	0.47	1409	28
met3	0.064	191	0
met4	0	0	0
met5	0	0	-
where the power goes:
group | total (mW) | internal (mW) | leakage, nW | switching (mW)
sequential | 0 | 0 | 0 | 0
combinational | 0.0945 | 0.0614 | 0.686 | 0.0331
clock | 0 | 0 | 0 | 0
path summary, 6_finish.rpt:
kind / start / endpoint / slack, ps / depth (start not counted)
worst min-delay path: a[0] / yl[0] / 7740 / 3
worst max-delay path: op / y[14] / 6080 / 13
No activity file was given, so power comes from the tool's default toggle rates.
